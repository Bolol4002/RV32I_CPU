**flow/run.sh**
```bash
#!/bin/bash
# OpenROAD 26Q1-2900-gdf79404cd8, Yosys 0.63+post, stock flow scripts
make -C /OpenROAD-flow-scripts/flow DESIGN_CONFIG=/design/flow/config.mk WORK_HOME=/design/flow/orfs finish
```
**flow/config.mk**
```make
export PLATFORM = sky130hd
export DESIGN_NAME = regfile
export DESIGN_NICKNAME = regfile
export VERILOG_FILES = /design/flow/design.v
export SDC_FILE = /design/flow/constraint.sdc
export NUM_CORES = 4
export LEC_CHECK = 1
export CORE_UTILIZATION = 30
```
**flow/constraint.sdc**
```tcl
current_design regfile

set clk_period 24.0
set clk_io_pct 0.2

create_clock -name clk0 -period $clk_period [get_ports {clk}]

set non_clock_inputs [all_inputs -no_clocks]
set_input_delay [expr $clk_period * $clk_io_pct] -clock clk0 $non_clock_inputs
set_output_delay [expr $clk_period * $clk_io_pct] -clock clk0 [all_outputs]
```
**flow/design.v**
```verilog
`timescale 1ns/1ps
package alu_instruction;
  typedef enum logic [6:0] {
    OPCODE_R_TYPE         = 7'b0110011,
    OPCODE_I_TYPE_ALU     = 7'b0010011,
    OPCODE_I_TYPE_LOAD    = 7'b0000011,
    OPCODE_S_TYPE         = 7'b0100011,
    OPCODE_B_TYPE         = 7'b1100011,
    OPCODE_U_TYPE_LUI     = 7'b0110111,
    OPCODE_U_TYPE_AUIPC   = 7'b0010111,
    OPCODE_J_TYPE         = 7'b1101111,
    OPCODE_J_TYPE_JALR    = 7'b1100111
  } opcode_t;
  typedef enum logic [1:0] {
    ALU_OP_LOAD_STORE     = 2'b00,
    ALU_OP_BRANCHES       = 2'b01,
    ALU_OP_MATH           = 2'b10
  } alu_op_t ;
  typedef enum logic [2:0] {
    F3_ADD_SUB = 3'b000,
    F3_SLL     = 3'b001,
    F3_SLT     = 3'b010,
    F3_SLTU    = 3'b011,
    F3_XOR     = 3'b100,
    F3_SRL_SRA = 3'b101,
    F3_OR      = 3'b110,
    F3_AND     = 3'b111
  } funct3_t;
  typedef enum logic [2:0] {
    F3_BEQ  = 3'b000,
    F3_BNE  = 3'b001,
    F3_BLT  = 3'b100,
    F3_BGE  = 3'b101,
    F3_BLTU  = 3'b110,
    F3_BGEU  = 3'b111
  } branch_funct3_t;
  typedef enum logic [2:0] {
    F3_WORD = 3'b010,
    F3_BYTE = 3'b000,
    F3_BYTE_U = 3'b100,
    F3_HALFWORD = 3'b001,
    F3_HALFWORD_U = 3'b101
  } load_store_funct3_t;
  typedef enum logic [6:0] {
    F7_SLL_SRL  = 7'b0000000,
    F7_SRA  = 7'b0100000
  } shifts_f7_t;
  typedef enum logic [6:0] {
    F7_ADD  = 7'b0000000,
    F7_SUB  = 7'b0100000
  } rtype_f7_t;
  typedef enum logic [3:0] {
    ALU_ADD = 4'b0000,
    ALU_SUB = 4'b0001,
    ALU_AND = 4'b0010,
    ALU_OR = 4'b0011,
    ALU_SLL = 4'b0100,
    ALU_SLT = 4'b0101,
    ALU_SRL = 4'b0110,
    ALU_SLTU = 4'b0111,
    ALU_XOR = 4'b1000,
    ALU_SRA = 4'b1001
  } alu_control_t;
  typedef struct packed {
    logic [31:0] data;
    logic valid;
  } write_back_t;
endpackage
`timescale 1ns/1ps
module regfile (
    input logic clk,
    input logic rst_n,
    input logic [4:0] address1,
    input logic [4:0] address2,
    output logic [31:0] read_data1,
    output logic [31:0] read_data2,
    input logic write_enable,
    input logic [31:0] write_data,
    input logic [4:0] address3
);
reg [31:0] registers [0:31]; 
always @(posedge clk) begin
    if(rst_n == 1'b0) begin
        for(int i = 0; i<32; i++) begin
            registers[i] <= 32'b0;
        end
    end 
    else if(write_enable == 1'b1 && address3 != 0) begin
        registers[address3] <= write_data;
    end
end
always_comb begin : readLogic
    read_data1 = registers[address1];
    read_data2 = registers[address2];
end
endmodule
```
==> run notes <==
impl run done, here's what came out: status=completed, Max Cap Viol=0, Critical Path, Cell by Cell=buf_8 > buf_4 > buf_4 > buf_4 > buf_4 > buf_4 > mux2i_1 > a22o_1 > nor3_1 > a31oi_1 > nand3_1 > clkdlybuf4s50_1, routability cong.=0.896, DR vias=38.1k, remaining global-route overflow=0, mean number of vias per cell=5.34, Synth Register Bits=about 1.0k, Final Util=34.4%, synth warn=1, final hold vios=0, slowest stage delay, CP=0.77 ns, pin count of the biggest net entering global routing=~78, setup bufs post-CTS=0, CORE AREA=0.184 mm2, CP max FO=around 63, die span in x=433 um, Critical Path AT=10.50 ns, CTS sink cnt=1,024, floorplan utilization=a little under a third, crit-path most repeated cell=buf_4, worst path bufs/invs=7, Synth Seq Share=55.2%, initial antenna violation count=15, Log Warnings=26, Hold Crit Class=primary input to register, CTS Buf Count=109, WL final=201,000 um, Biggest register=registers, yosys cell count=4,609, pwr dens=roughly 68 mW/mm2, crit path time final=15.30 ns, Layout Cells excl Fill=roughly 7.1k, P&R area growth vs syn=13.5%, fin. max-slew vios=0, hold buffers post-CTS=0, die height=between 400 and 500 um, Routed Antenna Nets=0, Largest register FFs=1,024, critical setup path kind=primary input to primary output, CTS root buffer=clkbuf_16, H-tree depth=3, Setup TNS=0 ns, TritonCTS clock tree=done, port bufs=113, Post-route DRC=0, yosys simple share=15.4%, Chip Area, Yosys=0.0557 mm2, WL/cell=28.1 um, CP delay by family, top=buffers and inverters, share of cells above drive strength 1=8.44%, Top Registers=registers x1024, Post-Syn Instances=4,609, syn_area_per_cell=12.1 um2, Slew @ Worst Pin=0.982 ns, xor+xnor area frac=0%, P_leak=24.0 nW, Worst Setup Start Kind=primary input, Yosys cell types=32, FMAX=65.3 MHz, GRT Total Usage=22.4%, hpwl dp=roughly 120,000 um, vias in the first global route=39.1k, Critical Path End Type=primary output, Synth Area in Adders=0%, Rel. slew slack=34.3%, Largest logic family=multiplexers, Cell Rows=around 160, post-route cell area=0.0633 mm2, MUX share of area=18.4%, Mapped Area=0.0557 mm2, Clock transition at path regs=0.06 ns, Post-DP Area=about 0.06 mm2, CP required=between 15 and 20 ns, initial DRC count=roughly 2.6k, Resize count post-CTS=0, RSZ-0062 raised after global routing=false, die area=0.187 mm2, fin crit share=63.8%, drt first pass iters=5, CP max stage cell=buf_4, Post-Place Cells=6,933, yosys aoi share=7.32%, final setup vio count=0, first-pass GRT wire length=283,000 um, I/O pins=114, CTS Buffer Depth=3, VDD IR max=0.0653 mV
where the power goes:
group	switching [mW]	internal, mW
registers	0.0479	2.07
clock network	0.737	0.908
logic	0.335	0.188
cell families (layout without fill, tap and decap cells):
kind of cell	after synthesis	after routing
AOI/OAI and AO/OA	607	607
buffers and inverters	451	480
DFF	1024	1024
muxes	1024	1024
and+or+nand+nor	1502	1502
other	1	39
stage by stage:
| stage | hold WS (ns) | total power [mW] | setup WS [ns] |
|---|---|---|---|
| floorplan | 5.00 | 2.44 | 13.23 |
| global placement | 5.34 | 2.67 | 8.84 |
| detailed placement | 5.33 | 2.67 | 8.79 |
| CTS | 4.52 | 4.31 | 8.78 |
| global route | 4.56 | 4.41 | 8.51 |
| finish | 4.57 | 4.28 | 8.70 |
path summary, 6_finish.rpt:
check,start,to,cells after the start
worst min-delay path,rst_n,registers[7][30],2
worst max-delay path,address2[1],read_data2[2],12
cells in the mapped netlist:
library cell	number	area, um2
a21oi_1	192	961
clkbuf_2	18	90.1
or3b_1	2	17.5
nand4b_1	1	8.76
inv_1	1	3.75
nand3b_1	3	22.5
nor2_2	7	43.8
nor2_1	23	86.3
a31oi_1	64	400
nor2b_1	4	25.0
o21ai_0	31	155
a22o_1	128	1120
or3_4	1	11.3
or3_1	1	6.26
buf_4	60	450
edfxtp_1	1024	30700
buf_2	82	410
nand3_1	193	966
nand4_1	1	6.26
a22oi_1	192	1440
buf_6	3	33.8
nand2_2	1	6.26
nand2b_1	4	25.0
conb_1	1	3.75
buf_1	33	124
nor2_4	5	56.3
clkbuf_1	254	953
and2_1	994	6220
nor3_1	64	320
or2_2	2	12.5
mux2i_1	1024	10200
nand2_1	196	736
placed cells by master, fill, tap and decap left out, types with 3 or more instances in the layout:
| cell type | instances |
|---|---|
| nand2_2 | 3 |
| a21oi_1 | 192 |
| buf_4 | 163 |
| o21ai_4 | 31 |
| edfxtp_1 | 1024 |
| mux2i_1 | 1024 |
| a22o_1 | 128 |
| diode_2 | 7 |
| clkbuf_1 | 21 |
| and2_1 | 992 |
| conb_1 | 32 |
| clkdlybuf4s50_1 | 110 |
| nor3_1 | 64 |
| nand3_1 | 193 |
| nand3b_1 | 3 |
| nor2_4 | 24 |
| nor2b_4 | 4 |
| clkinv_2 | 17 |
| a22oi_1 | 192 |
| bufinv_16 | 7 |
| clkinv_1 | 35 |
| a31oi_1 | 64 |
| inv_6 | 4 |
| nand2_1 | 194 |
| clkbuf_16 | 109 |
| clkinv_16 | 3 |
| buf_12 | 4 |
| nor2_2 | 9 |
| nand2b_2 | 4 |
layer usage:
| layer | routed length, um | vias to the layer above | global-route usage, % |
|---|---|---|---|
| li1 | - | 16800 | - |
| met1 | 69600 | 18500 | 25.8 |
| met2 | 92900 | 2233 | 34.4 |
| met3 | 26800 | 531 | 12.5 |
| met4 | 11000 | 6 | 9.55 |
| met5 | 216 | - | 0.989 |
final cells by class:
class,instances,area (um2)
antenna,7,17.5
multi-input combinational,3165,23600
fill,17600,121000
clock buffer,130,2810
tap,2464,3080
timing repair buffer,279,2430
sequential,1024,30700
inverter,1,3.75
clock inverter,70,601
Power and IR drop assume default switching activity.
